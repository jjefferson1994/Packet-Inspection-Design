**run.sh**
```bash
#!/bin/bash
# OpenROAD 26Q1-2900-gdf79404cd8, Yosys 0.63+post, stock flow scripts
make -C /OpenROAD-flow-scripts/flow DESIGN_CONFIG=/design/flow/config.mk WORK_HOME=/design/flow/orfs finish
```
**config.mk**
```make
export PLATFORM = sky130hd
export DESIGN_NAME = seg7drv_4
export DESIGN_NICKNAME = seg7drv_4
export VERILOG_FILES = /design/flow/design.v
export SDC_FILE = /design/flow/constraint.sdc
export NUM_CORES = 4
export LEC_CHECK = 1
export CORE_UTILIZATION = 40
```
**constraint.sdc**
```tcl
current_design seg7drv_4

set clk_period 4.6
set clk_io_pct 0.2

create_clock -name clk0 -period $clk_period [get_ports {clk}]

set non_clock_inputs [all_inputs -no_clocks]
set_input_delay [expr $clk_period * $clk_io_pct] -clock clk0 $non_clock_inputs
set_output_delay [expr $clk_period * $clk_io_pct] -clock clk0 [all_outputs]
```
**design.v**
```verilog
module seg7decode (
  input      [4:0] char,
  output reg [6:0] seg7
);
  always @* begin
    casex( char )
      5'h1x   : seg7 <= 7'b1111110;          
      5'h00   : seg7 <= 7'b0000001;          
      5'h01   : seg7 <= 7'b1001111;          
      5'h02   : seg7 <= 7'b0010010;          
      5'h03   : seg7 <= 7'b0000110;          
      5'h04   : seg7 <= 7'b1001100;          
      5'h05   : seg7 <= 7'b0100100;          
      5'h06   : seg7 <= 7'b0100000;          
      5'h07   : seg7 <= 7'b0001111;          
      5'h08   : seg7 <= 7'b0000000;          
      5'h09   : seg7 <= 7'b0001100;          
      5'h0a   : seg7 <= 7'b0001000;          
      5'h0b   : seg7 <= 7'b1100000;          
      5'h0c   : seg7 <= 7'b0110001;          
      5'h0d   : seg7 <= 7'b1000010;          
      5'h0e   : seg7 <= 7'b0110000;          
      5'h0f   : seg7 <= 7'b0111000;          
      default : seg7 <= 7'b1111111;          
    endcase
  end
endmodule
module hex2dec_9999 (
  input  [13:0] hex,
  output  [4:0] digit0,
  output  [4:0] digit1,
  output  [4:0] digit2,
  output  [4:0] digit3,
  output  [4:0] digit4
);
  integer i;
  reg [3:0] tths;
  reg [3:0] thou;
  reg [3:0] hund;
  reg [3:0] tens;
  reg [3:0] ones;
  assign digit0 = { hex > 9999 ? 1'b1 : 1'b0, ones };
  assign digit1 = { hex > 9999 ? 1'b1 : 1'b0, tens };
  assign digit2 = { hex > 9999 ? 1'b1 : 1'b0, hund };
  assign digit3 = { hex > 9999 ? 1'b1 : 1'b0, thou };
  assign digit4 = { hex > 9999 ? 1'b1 : 1'b0, tths };
  always @* begin
    tths = 4'd0;
    thou = 4'd0;
    hund = 4'd0;
    tens = 4'd0;
    ones = 4'd0;
    for( i=13; i>=0; i=i-1 ) begin
      if( tths >= 5 ) tths = tths + 3;
      if( thou >= 5 ) thou = thou + 3;
      if( hund >= 5 ) hund = hund + 3;
      if( tens >= 5 ) tens = tens + 3;
      if( ones >= 5 ) ones = ones + 3;
      tths    = tths << 1;
      tths[0] = thou[3];
      thou    = thou << 1;
      thou[0] = hund[3];
      hund    = hund << 1;
      hund[0] = tens[3];
      tens    = tens << 1;
      tens[0] = ones[3];
      ones    = ones << 1;
      ones[0] = hex[i];
    end
  end
endmodule
module seg7drv_4 #(
  parameter TIMER_WIDTH = 22
) (
  input            clk,
  input            rst_n,
  input      [4:0] digit0,
  input      [4:0] digit1,
  input      [4:0] digit2,
  input      [4:0] digit3,
  output reg [3:0] anodes,
  output reg [7:0] cathodes
);
  wire [TIMER_WIDTH-1:0] cnt_val;
  wire             [1:0] cycle_cnt;
  wire [6:0] ones;
  wire [6:0] tens;
  wire [6:0] hund;
  wire [6:0] thou;
  always @* begin
    case( cycle_cnt )
      0       : anodes <= 4'b1110;
      1       : anodes <= 4'b1101;
      2       : anodes <= 4'b1011;
      3       : anodes <= 4'b0111;
      default : anodes <= 4'b1111;
    endcase
  end
  seg7decode seg7dig0 ( digit0, ones );
  seg7decode seg7dig1 ( digit1, tens );
  seg7decode seg7dig2 ( digit2, hund );
  seg7decode seg7dig3 ( digit3, thou );
  always @* begin
    case( cycle_cnt )
      0       : cathodes <= { ones, 1'b1 };
      1       : cathodes <= { tens, 1'b1 };
      2       : cathodes <= { hund, 1'b1 };
      3       : cathodes <= { thou, 1'b1 };
      default : cathodes <= 8'b11111111;
    endcase
  end
  counter #( TIMER_WIDTH ) U1 ( clk, rst_n, cnt_val );
  assign cycle_cnt = cnt_val[ TIMER_WIDTH-1:TIMER_WIDTH-2];
endmodule
module counter #(
  parameter CNT_WIDTH = 8
) (
  input                      clk,
  input                      rst_n,
  output reg [CNT_WIDTH-1:0] count
);
  always @( posedge clk ) begin
    if( !rst_n ) begin
      count <= 0;
    end
    else begin
      count <= count + 1;
    end
  end
endmodule
```
==> job_summary.md <==
## Synthesis and layout report

| Metric | Value |
|---|---|
| Result of the run | `finished clean` |
| Count of warning messages emitted by the tools | `25` |
| FF+latch count, synth | `22` |
| Category of the worst setup path capture point | `output pin` |
| Logic cell area | `roughly 0.0014 mm2` |
| Depth of the CTS H-tree | `1` |
| Final core utilization | `between 40% and 50%` |
| Static leakage | `0.0008575 uW` |
| Post-synthesis to final-layout area growth | `17.92%` |
| DRC violations left | `0` |
| DP Area | `0.002283 mm2` |
| Setup TNS | `0 ns` |
| Number of max-cap violations | `0` |
| Critical Path, Cell by Cell | `clkdlybuf4s50_1 > or2_2 > a21oi_1 > o21ai_0 > a2111oi_2 > clkdlybuf4s50_1` |
| Vert. Die Dim | `72.66 um` |
| Final number of max-transition violations | `0` |
| Worst EP arrival | `between 3 and 4 ns` |
| Storage cell area | `440.4 um2` |
| Startpoint type of the worst setup path | `input port` |
| Top reg by flops | `U1.count` |
| Library cell occupying the most area in the post-synthesis netlist | `dfxtp_1` |
| Overall die area | `0.005279 mm2` |
| Insertion delay to the later sink of the worst-skew pair | `0.26 ns` |
| Row count | `25` |
| Maximum operating frequency | `250.8 MHz` |
| Biggest regs | `U1.count (22)` |
| Number of synthesized flops with an enable pin | `0` |
| Synth top cells by count | `o21ai_0 (26), a21oi_1 (24), dfxtp_1 (22), nor2_1 (22), nand2_1 (21)` |
| Number of failing hold endpoints at the final stage | `0` |
| Number of global-route vias before repair | `between 1.5k and 2k` |
| Count of clock tree sinks | `22` |
| Critical Setup Path Class | `input port to output pin` |
| Crit path max-delay cell type | `clkdlybuf4s50_1` |
| Yosys warning total | `3` |
| Yosys Chip Area | `0.001997 mm2` |
| Detailed placement HPWL | `3.242 mm` |
| # fillers | `476` |
| Cycle use final | `86.66%` |
| Cells after Synth | `between 200 and 300` |
| Via density per instance | `5.466` |
| Global route overflow | `0` |
| CP delay by family, top | `buffers and inverters` |
| Initial core utilization | `42.00%` |
| Floorplan die width | `just over 70 um` |
| Ys flop type | `dfxtp_1` |
| Aggregate global-route resource usage | `17.91%` |
| CP peak stage delay | `0.64 ns` |
| Routability Congestion | `0.8829` |
| Hold buffer count at cts | `0` |
| Post-synth seq share | `22.06%` |
| Final cell area excluding filler cells | `0.002355 mm2` |
| Worst vdd ir | `around 230 uV` |
| WL/cell | `12.47 um` |
| Worst-path fanout max | `15` |
| Share of async-settable or async-resettable flops after synthesis | `0%` |
| Clock root buffer | `clkbuf_8` |
| Worst EP required | `3.68 ns` |
| Total power density per cell area | `200.3 mW/mm2` |
| Unique masters post-synth | `51` |
| Top cells by area | `dfxtp_1 (22%), o21ai_0 (6.5%), a21oi_1 (6.0%), xor2_1 (5.3%), nand2b_1 (5.0%)` |
| Min Tclk post-route | `3.986 ns` |
| Tightest slew margin relative to the limit | `66.75%` |
| Antenna violations before repair | `0` |
| Average footprint of a synthesized cell | `7.235 um2` |
| Number of nets still failing antenna checks after routing | `0` |
| Flip-flop count of the largest register after layout | `22` |
| Detailed Routing Iterations Pass 1 | `4` |
| Kind of path behind the tightest hold check | `register to register` |
| Count of buffers added by post-CTS timing repair for setup | `0` |
| Synth top cell by count | `o21ai_0` |
| Maximum number of pins on one net before global-route repair | `18` |
| Number of I/O port buffers | `32` |
| Vias after detailed routing | `1,946` |
| Critical path buffers and inverters | `2` |
| Pin slew with the least headroom to its limit | `0.4950 ns` |
| Antenna diode count | `0` |
| RSZ-0062 raised after global routing | `no` |
| Number of cells in Yosys stat | `276` |
| Number of top-level pins | `34` |
| Number of buffers inserted during clock tree synthesis | `3` |
| Synthesized cell area | `0.001997 mm2` |
| Share of final-layout standard cells stronger than drive strength 1 | `7.266%` |
| Clock slew at the register clock pins of the worst setup and hold paths | `0.08 ns` |
| Number of gates given a new drive strength after cts | `0` |
| Fin Clk Skew | `0.004807 ns` |
| Buffer depth of the longest clock path | `2` |
| Crit-path most repeated cell | `clkdlybuf4s50_1` |
| TritonCTS clock tree | `yes` |
| Share of Yosys cell area claimed by the top area cell type | `22.06%` |
| Final wirelength | `about 4.4 mm` |
| Area of the core | `roughly 0.0048 mm2` |
| Number of setup violations in the final report | `0` |
| First-pass GRT wire length | `7.389 mm` |
| Number of violations reported at the end of detailed-routing iteration 0 | `roughly 180` |
[path summary, 6_finish.rpt]
kind	start	endpoint	slack, ns	depth (start not counted)
setup / recovery	digit2[3]	cathodes[2]	0.61	6
hold / removal	U1.count[0]	U1.count[0]	0.47	1
setup reg to reg	U1.count[0]	U1.count[20]	2.94	5
hold reg to reg	U1.count[0]	U1.count[0]	0.47	1
[worst register-to-register path, stage by stage, from the launching register on]
cell and delay (ns):
dfxtp_1 0.37, ha_1 0.19, and3_1 0.34, nand4_4 0.17, or3_1 0.37, a21oi_1 0.13
[logic make-up after synthesis]
group	after synthesis	share of synthesized area (%)
adders and majority gates	1	0.6265
and+or+nand+nor	126	36.97
AOI/OAI and AO/OA	75	23.06
other	1	0.1878
xor gates and xnor gates	16	7.017
muxes	6	3.070
DFF	22	22.06
buffers and inverters	29	7.017
[routing by layer]
metal	wire, um	track usage (%)
met5	0	0
met4	47	2.179
met3	239	2.801
met2	1905	26.90
met1	2247	28.46
[where the power goes]
group          switching (uW)  internal [uW]  total [uW]
Sequential               1.79            192         194
Combinational            49.4           50.5        99.9
Clock                    61.4            116         178
Total                     113            359         472
[final cells by class]
cell class	instances	area share, %
Timing Repair Buffer	32	13.60
Clock inverter	1	1.275
Clock buffer	3	1.753
Inverter	6	0.9564
Multi-Input combinational cell	225	60.15
Sequential cell	22	18.70
Tap cell	67	3.560
[metrics by stage]
stage / total power [uW] / hold slack, ns / setup WS, ns / instances
after global placement: 298.2 / 0.4432 / 0.6089 / 352
after detailed placement: 298.2 / 0.4467 / 0.6035 / 352
after global routing: 495.0 / 0.5074 / 0.4791 / 356
after floorplan: 260.9 / 0.4261 / 1.834 / 276
final: 471.7 / 0.4746 / 0.6135 / 356
after CTS: 477.1 / 0.4761 / 0.5988 / 356
[layout by cell type (no fill, tap or decap), drive strengths merged, types with 4 or more instances in the layout]
master         instances
and4                   6
mux2i                  5
o21ai                 26
or3                    5
or3b                   4
nor3b                  7
nand2                 21
or2                    4
nor2                  22
o221a                  4
nand3                  9
xor2                  12
nand3b                 7
and3                   5
xnor2                  4
clkdlybuf4s50         32
a21oi                 24
dfxtp                 22
inv                    5
nand4                  6
nor2b                  5
nand2b                16
nor3                   4
a31oi                  6
Power and IR drop assume default switching activity.
